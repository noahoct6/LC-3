==> flow/design.v <==
package SLC3_2;
   parameter op_ADD = 4'b0001;  
   parameter op_AND = 4'b0101;
   parameter op_NOT = 4'b1001;
   parameter op_BR  = 4'b0000;
   parameter op_JMP = 4'b1100;
   parameter op_JSR = 4'b0100;
   parameter op_LDR = 4'b0110;
   parameter op_STR = 4'b0111;
   parameter op_PSE = 4'b1101;
   parameter NO_OP = 15'b0;    
   parameter R0 = 3'b000;       
   parameter R1 = 3'b001;
   parameter R2 = 3'b010;
   parameter R3 = 3'b011;
   parameter R4 = 3'b100;
   parameter R5 = 3'b101;
   parameter R6 = 3'b110;
   parameter R7 = 3'b111;
   parameter p   = 3'b001;      
   parameter z   = 3'b010;
   parameter zp  = 3'b011;
   parameter n   = 3'b100;
   parameter np  = 3'b101;
   parameter nz  = 3'b110;
   parameter nzp = 3'b111;
   parameter outHEX = -1;
   parameter inSW = -1;
   function [15:0] opCLR ( input [2:0] DR );
      opCLR[15:12] = op_AND;
      opCLR[11: 9] = DR;
      opCLR[ 8: 6] = DR;
      opCLR[ 5   ] = 1'b1;
      opCLR[ 4: 0] = 5'b0;
   endfunction
   function [15:0] opAND ( input [2:0] DR, SR1, SR2 );
      opAND[15:12] = op_AND;
      opAND[11: 9] = DR;
      opAND[ 8: 6] = SR1;
      opAND[ 5: 3] = 3'b0;
      opAND[ 2: 0] = SR2;
   endfunction
   function [15:0] opANDi ( input [2:0] DR, SR, integer imm5 );
      opANDi[15:12] = op_AND;
      opANDi[11: 9] = DR;
      opANDi[ 8: 6] = SR;
      opANDi[ 5   ] = 1'b1;
      opANDi[ 4: 0] = imm5[4:0];
   endfunction
   function [15:0] opADD ( input [2:0] DR, SR1, SR2 );
      opADD[15:12] = op_ADD;
      opADD[11: 9] = DR;
      opADD[ 8: 6] = SR1;
      opADD[ 5: 3] = 3'b0;
      opADD[ 2: 0] = SR2;
   endfunction
   function [15:0] opADDi ( input [2:0] DR, SR, integer imm5 );
      opADDi[15:12] = op_ADD;
      opADDi[11: 9] = DR;
      opADDi[ 8: 6] = SR;
      opADDi[ 5   ] = 1'b1;
      opADDi[ 4: 0] = imm5[4:0];
   endfunction
   function [15:0] opINC ( input [2:0] DR );
      opINC[15:12] = op_ADD;
      opINC[11: 9] = DR;
      opINC[ 8: 6] = DR;
      opINC[ 5   ] = 1'b1;
      opINC[ 4: 0] = 1;
   endfunction
   function [15:0] opDEC ( input [2:0] DR );
      opDEC[15:12] = op_ADD;
      opDEC[11: 9] = DR;
      opDEC[ 8: 6] = DR;
      opDEC[ 5   ] = 1'b1;
      opDEC[ 4: 0] = -1;
   endfunction
   function [15:0] opNOT ( input [2:0] DR, SR );
      opNOT[15:12] = op_NOT;
      opNOT[11: 9] = DR;
      opNOT[ 8: 6] = SR;
      opNOT[ 5: 0] = 5'b1;
   endfunction
   function [15:0] opBR ( input [2:0] condition, integer PCoffset9 );
      opBR[15:12] = op_BR;
      opBR[11: 9] = condition;
      opBR[ 8: 0] = PCoffset9[8:0];
   endfunction
   function [15:0] opJMP ( input [2:0] BaseR );
      opJMP[15:12] = op_JMP;
      opJMP[11: 9] = 3'b0;
      opJMP[ 8: 6] = BaseR;
      opJMP[ 5: 0] = 6'b0;
   endfunction
   function [15:0] opRET ( );
      opRET[15:12] = op_JMP;
      opRET[11: 9] = 3'b0;
      opRET[ 8: 6] = R7;
      opRET[ 5: 0] = 6'b0;
   endfunction
   function [15:0] opJSR ( input integer PCoffset11 );
      opJSR[15:12] = op_JSR;
      opJSR[11   ] = 1'b1;
      opJSR[10: 0] = PCoffset11[10:0];
   endfunction
   function [15:0] opLDR ( input [2:0] DR, BaseR, integer offset6 );
      opLDR[15:12] = op_LDR;
      opLDR[11: 9] = DR;
      opLDR[ 8: 6] = BaseR;
      opLDR[ 5: 0] = offset6[5:0];
   endfunction
   function [15:0] opSTR ( input [2:0] SR, BaseR, integer offset6 );
      opSTR[15:12] = op_STR;
      opSTR[11: 9] = SR;
      opSTR[ 8: 6] = BaseR;
      opSTR[ 5: 0] = offset6[5:0];
   endfunction
   function [15:0] opPSE ( input [11:0] ledVect12 );
      opPSE[15:12] = op_PSE;
      opPSE[11: 0] = ledVect12;
   endfunction
endpackage
module fourbit_adder(input logic c_in,
							input logic [3:0] A,
							input logic [3:0] B,
							output logic c_out,
							output logic [3:0] s);
	logic [3:0] c;
	always_comb begin
		c[0] = c_in;
	end
	full_adder	FA0(.x(A[0]),.y(B[0]),.z(c[0]),.s(s[0]),.c(c[1]));
	full_adder	FA1(.x(A[1]),.y(B[1]),.z(c[1]),.s(s[1]),.c(c[2]));
	full_adder	FA2(.x(A[2]),.y(B[2]),.z(c[2]),.s(s[2]),.c(c[3]));
	full_adder	FA3(.x(A[3]),.y(B[3]),.z(c[3]),.s(s[3]),.c(c_out));
endmodule
module ALU(input logic [15:0] A,B,
           input logic [1:0] ALUK,
			  output logic [15:0] Dout);
	logic [15:0] Sum;
	csa 		ADDER(.A(A),.B(B),.Sum(Sum));
   always_comb
	begin
		case(ALUK)
		2'b00	:	Dout = Sum; 
		2'b01	:	Dout = A & B;   
		2'b10	:	Dout = A^16'HFFFF;     
		2'b11	:	Dout = A;		 
		endcase
	end 
endmodule 
module csa
(
    input   logic[15:0]     A,
    input   logic[15:0]     B,
    output  logic[15:0]     Sum,
    output  logic           CO
);
	logic [3:0] c;
	always_comb begin
		c[0] = 0;
	end
	fourbit_adder	fbA2(.c_in(c[0]),.A(A[3:0]),.B(B[3:0]),.s(Sum[3:0]),.c_out(c[1]));
	csa_col			COL1(.c_in(c[1]),.A(A[7:4]),.B(B[7:4]),.s(Sum[7:4]),.c_out(c[2]));
	csa_col			COL2(.c_in(c[2]),.A(A[11:8]),.B(B[11:8]),.s(Sum[11:8]),.c_out(c[3]));
	csa_col			COL3(.c_in(c[3]),.A(A[15:12]),.B(B[15:12]),.s(Sum[15:12]),.c_out(CO));	
endmodule
module csa_col(input logic c_in,
					input logic [3:0] A, B,
					output logic [3:0] s,
					output logic c_out);
	logic [1:0] ac;  
	logic [7:0] is;  
	fourbit_adder	fbA0(.A,.B,.c_in(0),.c_out(ac[0]),.s(is[3:0]));
	fourbit_adder	fbA1(.A,.B,.c_in(1),.c_out(ac[1]),.s(is[7:4]));
	always_comb begin
		c_out = ac[0]|(c_in & ac[1]);
		unique case (c_in)
			1'b0	:	s[3:0] = is[3:0];
			1'b1	:	s[3:0] = is[7:4];
		endcase
	end
endmodule
module full_adder(input x, y, z, output s, c);
	assign s=x^y^z;
	assign c=(x&y)|(x&z)|(y&z);
endmodule
==> flow/run.sh <==
#!/bin/bash
# OpenROAD 26Q1-2900-gdf79404cd8, Yosys 0.63+post, stock flow scripts
make -C /OpenROAD-flow-scripts/flow DESIGN_CONFIG=/design/flow/config.mk WORK_HOME=/design/flow/orfs finish
==> flow/config.mk <==
export PLATFORM = sky130hd
export DESIGN_NAME = ALU
export DESIGN_NICKNAME = ALU
export VERILOG_FILES = /design/flow/design.v
export SDC_FILE = /design/flow/constraint.sdc
export NUM_CORES = 4
export LEC_CHECK = 1
export CORE_AREA = 10 10 107 107
export DIE_AREA = 0 0 117 117
export SYNTH_HDL_FRONTEND = slang
==> flow/constraint.sdc <==
current_design ALU

set clk_period 5.2
set clk_io_pct 0.2

create_clock -name clk0 -period $clk_period

set non_clock_inputs [all_inputs -no_clocks]
set_input_delay [expr $clk_period * $clk_io_pct] -clock clk0 $non_clock_inputs
set_output_delay [expr $clk_period * $clk_io_pct] -clock clk0 [all_outputs]
==> deck_impl_summary.md <==
Key Metrics from the Run

Setup path
  – Crit. End Element: output pin
  – Critical-path top delay cell: fa_2
  – WP data arrival: 3980 ps
  – CP peak stage delay: 380 ps
  – Cell-by-cell trace of the critical path: dlygate4sd2_1, ha_2, fa_2, fa_2, fa_2, nand2b_4, a211oi_2, buf_4, a2111oi_4, nor2_2, buf_4, mux2i_1, xnor2_1, o221ai_1, dlygate4sd2_1
  – CP Max Fanout: 2
  – CP Class: input pin to output pin
  – CP startpoint kind: input pin
  – Cell repeated most along the worst path: fa_2
  – Req. time, crit path: 4160 ps

Logic synthesis
  – Top cells by area: ha_1 20%, mux2i_1 6.8%, o21ai_0 6.8%
  – Yosys Instances: 160
  – Area share, top type: 20.3%
  – Library cells used by synthesis: 33
  – Post-synth seq share: 0%
  – Yosys warnings: 0
  – Syn Inst Count: 160
  – Mean Syn Cell Area: 7.32 um2
  – Most instantiated cells after synthesis: 19 x ha_1, 16 x o21ai_0, 12 x a21oi_1, 12 x nor2_1, 11 x nor2b_1
  – Yosys stat chip area: 1170 um2
  – Most frequent cell after synthesis: ha_1
  – Cell type with the largest total area: ha_1
  – Post-Syn Area: 1170 um2

Power
  – Switching part of the total: 41.3%
  – Reg power frac: 0%
  – Pleak: 0.811 nW
  – Cell Pwr Density: 96.1 nW/um2
  – Internal: 0.108 mW
  – NetSw: 0.0758 mW
  – Worst vdd ir: 0.0271 mV
  – Combinational Power Share: 100.0%
  – Clock network fraction of design power: 0%

Timing
  – Fmax: 199 MHz
  – Tightest Pin Transition: 622 ps
  – Period Utilization, post-route: 96.5%
  – RSZ-0062 raised after global routing: true
  – Final tally of hold violations: 0
  – Time the worst path needs with I/O delays and setup: 5020 ps
  – Hold slack: 2900 ps
  – Final Worst Setup Slack: 180 ps
  – Setup TNS: 0 ps
  – Max_slew headroom: 58.4%
  – Final tally of max-slew violations: 0
  – Final setup fails: 0

Worst hold path
  – WHS Path Cells: 4
  – Worst hold path class: input pin to output pin
  – Hold path startpoint: A[15]
  – Hold Path End: Dout[15]

GRT
  – Grt met2 use: 10.4%
  – Global-route wire length before repair: 6440 um
  – GR Util met3: 1.81%
  – Largest net degree at the start of global routing: 19
  – GRT met1 Usage: 7.15%
  – Vias in the first global route: 1,317
  – GRT Util Overall: 5.84%
  – Initial antenna violation count: 0
  – Gr ovfl total: 0
  – GR peak layer: met2

Routing
  – DR DRC count: 0
  – DR vias: 1,233
  – Drt pass-1 iters: 4
  – WL/cell: 12.0 um
  – Number of antenna diodes: 0
  – Vias per cell: 3.77
  – DRT iter0 DRCs: 24
  – Final WL: 3940 um
  – Routed Antenna Nets: 0

Floorplan
  – Die X-Extent: 117 um
  – Die height: 117 um
  – Boundary Pins: 50
  – Site Rows: 35
  – Init Core Util: 12.7%
  – Total die size: 13,700 um2
  – Core region area: 9200 um2

Layout
  – Num sequential: 0
  – Area Growth Syn to Fin: 62.9%
  – Layout cell share with drive strength beyond 1: 15.3%
  – Flop area: 0 um2
  – Clock buffers: 0

Flow run
  – Tool warnings: 39
  – Max-cap viol count: 0

Place
  – PortBufs: 50
  – Post-DP HPWL: 3540 um
  – Pre-CTS setup slack: -722 ps
  – Gp weighted congestion: 0.781

Clock tree
  – CTS Hold Bufs: 0

Outcome
  – Status: finished clean
-- metal layers --
layer  wire (um)  vias to the layer above  part of all wire, %
met2        1850                       23                   47
met5           0                        -                    0
met1        1800                      527                   46
met4           0                        0                    0
li1            -                      683                    -
met3         290                        0                  7.4
-- kinds of logic after synthesis --
family | synth area share, %
xor gates and xnor gates | 8.97
buffers and inverters | 5.45
adders and majority gates | 25.4
and+or+nand+nor | 22.1
muxes | 8.76
AOI/OAI and AO/OA | 29.3
-- how the worst max path moves through the flow --
stage,from,endpoint,cells after the start
CTS,B[1],Dout[7],12
global route,A[0],Dout[14],15
finish,A[0],Dout[14],15
-- cells in the final DEF (no fill, tap or decap), types with 2 or more instances in the layout --
master / Yosys / layout
o21a_1: 3 / 3
nor2_1: 12 / 12
xor2_1: 7 / 7
dlymetal6s2s_1: 0 / 2
nand2b_1: 4 / 3
and3_1: 2 / 2
o21bai_1: 5 / 5
mux2_2: 2 / 2
inv_1: 10 / 10
dlygate4sd2_1: 0 / 9
ha_1: 19 / 18
nand2_1: 10 / 10
or2_2: 3 / 2
xnor2_1: 5 / 5
o221ai_1: 3 / 3
buf_4: 0 / 13
a21oi_1: 12 / 12
o21ai_0: 16 / 15
mux2i_1: 8 / 8
nor2b_1: 11 / 11
clkdlybuf4s50_1: 0 / 37
buf_2: 0 / 2
nor3_1: 5 / 5
fa_2: 0 / 3
-- stage by stage --
step                      power (mW)  instances  cell area, um2  util, %
final                          0.183        327            1910     20.7
after global placement         0.182        325            1870     20.3
after floorplan               0.0914        160            1170        -
after global routing           0.208        327            1910     20.7
after CTS                      0.183        327            1880     20.4
after detailed placement       0.185        325            1870     20.3
-- power groups by stage --
stage                 logic (mW)  registers [mW]  clock network [mW]
after CTS                  0.183               0                   0
after global routing       0.208               0                   0
final                      0.183               0                   0
-- layout make-up --
| cell class | count | area, um2 |
|---|---|---|
| inverter | 10 | 37.5 |
| multi-input combinational | 143 | 1150 |
| tap | 111 | 139 |
| timing repair buffer | 63 | 582 |
| fill | 1017 | 7290 |
-- timing repair --
action	4_1_cts	5_1_grt
resized	23	6
setup buffers	2	0
setup endpoints to repair	11	9
pin swaps	9	7
-- critical path: cells and delay by family --
| family | cells | cell delay, ps |
|---|---|---|
| fa+ha+maj | 4 | 1240 |
| simple gates | 2 | 150 |
| buf+inv | 4 | 820 |
| xor+xnor | 1 | 140 |
| compound gates | 3 | 410 |
| mux | 1 | 170 |
No activity file was given, so power comes from the tool's default toggle rates.
