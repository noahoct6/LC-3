==> design.v <==
package SLC3_2;
   parameter op_ADD = 4'b0001;  
   parameter op_AND = 4'b0101;
   parameter op_NOT = 4'b1001;
   parameter op_BR  = 4'b0000;
   parameter op_JMP = 4'b1100;
   parameter op_JSR = 4'b0100;
   parameter op_LDR = 4'b0110;
   parameter op_STR = 4'b0111;
   parameter op_PSE = 4'b1101;
   parameter NO_OP = 15'b0;    
   parameter R0 = 3'b000;       
   parameter R1 = 3'b001;
   parameter R2 = 3'b010;
   parameter R3 = 3'b011;
   parameter R4 = 3'b100;
   parameter R5 = 3'b101;
   parameter R6 = 3'b110;
   parameter R7 = 3'b111;
   parameter p   = 3'b001;      
   parameter z   = 3'b010;
   parameter zp  = 3'b011;
   parameter n   = 3'b100;
   parameter np  = 3'b101;
   parameter nz  = 3'b110;
   parameter nzp = 3'b111;
   parameter outHEX = -1;
   parameter inSW = -1;
   function [15:0] opCLR ( input [2:0] DR );
      opCLR[15:12] = op_AND;
      opCLR[11: 9] = DR;
      opCLR[ 8: 6] = DR;
      opCLR[ 5   ] = 1'b1;
      opCLR[ 4: 0] = 5'b0;
   endfunction
   function [15:0] opAND ( input [2:0] DR, SR1, SR2 );
      opAND[15:12] = op_AND;
      opAND[11: 9] = DR;
      opAND[ 8: 6] = SR1;
      opAND[ 5: 3] = 3'b0;
      opAND[ 2: 0] = SR2;
   endfunction
   function [15:0] opANDi ( input [2:0] DR, SR, integer imm5 );
      opANDi[15:12] = op_AND;
      opANDi[11: 9] = DR;
      opANDi[ 8: 6] = SR;
      opANDi[ 5   ] = 1'b1;
      opANDi[ 4: 0] = imm5[4:0];
   endfunction
   function [15:0] opADD ( input [2:0] DR, SR1, SR2 );
      opADD[15:12] = op_ADD;
      opADD[11: 9] = DR;
      opADD[ 8: 6] = SR1;
      opADD[ 5: 3] = 3'b0;
      opADD[ 2: 0] = SR2;
   endfunction
   function [15:0] opADDi ( input [2:0] DR, SR, integer imm5 );
      opADDi[15:12] = op_ADD;
      opADDi[11: 9] = DR;
      opADDi[ 8: 6] = SR;
      opADDi[ 5   ] = 1'b1;
      opADDi[ 4: 0] = imm5[4:0];
   endfunction
   function [15:0] opINC ( input [2:0] DR );
      opINC[15:12] = op_ADD;
      opINC[11: 9] = DR;
      opINC[ 8: 6] = DR;
      opINC[ 5   ] = 1'b1;
      opINC[ 4: 0] = 1;
   endfunction
   function [15:0] opDEC ( input [2:0] DR );
      opDEC[15:12] = op_ADD;
      opDEC[11: 9] = DR;
      opDEC[ 8: 6] = DR;
      opDEC[ 5   ] = 1'b1;
      opDEC[ 4: 0] = -1;
   endfunction
   function [15:0] opNOT ( input [2:0] DR, SR );
      opNOT[15:12] = op_NOT;
      opNOT[11: 9] = DR;
      opNOT[ 8: 6] = SR;
      opNOT[ 5: 0] = 5'b1;
   endfunction
   function [15:0] opBR ( input [2:0] condition, integer PCoffset9 );
      opBR[15:12] = op_BR;
      opBR[11: 9] = condition;
      opBR[ 8: 0] = PCoffset9[8:0];
   endfunction
   function [15:0] opJMP ( input [2:0] BaseR );
      opJMP[15:12] = op_JMP;
      opJMP[11: 9] = 3'b0;
      opJMP[ 8: 6] = BaseR;
      opJMP[ 5: 0] = 6'b0;
   endfunction
   function [15:0] opRET ( );
      opRET[15:12] = op_JMP;
      opRET[11: 9] = 3'b0;
      opRET[ 8: 6] = R7;
      opRET[ 5: 0] = 6'b0;
   endfunction
   function [15:0] opJSR ( input integer PCoffset11 );
      opJSR[15:12] = op_JSR;
      opJSR[11   ] = 1'b1;
      opJSR[10: 0] = PCoffset11[10:0];
   endfunction
   function [15:0] opLDR ( input [2:0] DR, BaseR, integer offset6 );
      opLDR[15:12] = op_LDR;
      opLDR[11: 9] = DR;
      opLDR[ 8: 6] = BaseR;
      opLDR[ 5: 0] = offset6[5:0];
   endfunction
   function [15:0] opSTR ( input [2:0] SR, BaseR, integer offset6 );
      opSTR[15:12] = op_STR;
      opSTR[11: 9] = SR;
      opSTR[ 8: 6] = BaseR;
      opSTR[ 5: 0] = offset6[5:0];
   endfunction
   function [15:0] opPSE ( input [11:0] ledVect12 );
      opPSE[15:12] = op_PSE;
      opPSE[11: 0] = ledVect12;
   endfunction
endpackage
module ISDU (   input logic         Clk, 
									Reset,
									Run,
									Continue,
				input logic[3:0]    Opcode, 
				input logic         IR_5,
				input logic         IR_11,
				input logic         BEN,
				output logic        LD_MAR,
									LD_MDR,
									LD_IR,
									LD_BEN,
									LD_CC,
									LD_REG,
									LD_PC,
									LD_LED,  
				output logic        GatePC,
									GateMDR,
									GateALU,
									GateMARMUX,
				output logic [1:0]  PCMUX,
				output logic        DRMUX,
									SR1MUX,
									SR2MUX,
									ADDR1MUX,
				output logic [1:0]  ADDR2MUX,
									ALUK,
				output logic        Mem_CE,
									Mem_UB,
									Mem_LB,
									Mem_OE,
									Mem_WE
				);
	enum logic [4:0] {  Halted, 
						PauseIR1, 
						PauseIR2, 
						S_18, 
						S_33_1, 
						S_33_2, 
						S_35, 
						S_32, 
						S_01,
						S_06,
						S_04,
						S_09,
						S_05,
						S_00,
						S_12,
						S_07,
						S_25_1,
						S_25_2,
						S_27,
						S_23,
						S_16_1,
						S_16_2,
						S_21,
						S_22}   State, Next_state;    
	always_ff @ (posedge Clk)
	begin
		if (Reset) 
			State <= Halted;
		else 
			State <= Next_state;
	end
	always_comb
	begin 
		Next_state = State;
		LD_MAR = 1'b0;
		LD_MDR = 1'b0;
		LD_IR = 1'b0;
		LD_BEN = 1'b0;
		LD_CC = 1'b0;
		LD_REG = 1'b0;
		LD_PC = 1'b0;
		LD_LED = 1'b0;
		GatePC = 1'b0;
		GateMDR = 1'b0;
		GateALU = 1'b0;
		GateMARMUX = 1'b0;
		ALUK = 2'b00;
		PCMUX = 2'b00;
		DRMUX = 1'b0;
		SR1MUX = 1'b0;
		SR2MUX = 1'b0;
		ADDR1MUX = 1'b0;
		ADDR2MUX = 2'b00;
		Mem_OE = 1'b1;
		Mem_WE = 1'b1;
		unique case (State)
			Halted : 
				if (Run) 
					Next_state = S_18;
			S_18 : 
				Next_state = S_33_1;
			S_33_1 : 
				Next_state = S_33_2;
			S_33_2 : 
				Next_state = S_35;
			S_35 : 
				Next_state = S_32;
			S_32 : 
				case (Opcode)
					4'b0001 :  
						Next_state = S_01;
					4'b0101 :  
						Next_state = S_05;
					4'b1001 :  
						Next_state = S_09;
					4'b0000 :  
						Next_state = S_00;
					4'b1100 :  
						Next_state = S_12;
					4'b0100 :  
						Next_state = S_04;
					4'b0110 :  
						Next_state = S_06;
					4'b0111 :  
						Next_state = S_07;
					4'b1101 :  
						Next_state = PauseIR1;
					default : 
						Next_state = S_18;
				endcase
			S_06 :
				Next_state = S_25_1;
			S_25_1 :
				Next_state = S_25_2;
			S_25_2 :
				Next_state = S_27;
			S_07 :
				Next_state = S_23;
			S_23 :
				Next_state = S_16_1;
			S_16_1 :
				Next_state = S_16_2;
			S_04 :
				Next_state = S_21;
			S_00 : 
				case(BEN)
					1'b0 : Next_state = S_18;
					1'b1 : Next_state = S_22;
				endcase
			PauseIR1 : 
				if(Continue)
					Next_state = PauseIR2;
				else
					Next_state = PauseIR1;
			PauseIR2 : 
				if(~Continue)
					Next_state = S_18;
				else
					Next_state = PauseIR2;
			default : 
				Next_state = S_18;
		endcase
		case (State)
			Halted: ;
			S_18 : 
				begin 
					GatePC = 1'b1;
					LD_MAR = 1'b1;
					PCMUX = 2'b00;
					LD_PC = 1'b1;
				end
			S_33_1 : 
				Mem_OE = 1'b0;
			S_33_2 : 
				begin 
					Mem_OE = 1'b0;
					LD_MDR = 1'b1;
				end
			S_35 : 
				begin 
					GateMDR = 1'b1;
					LD_IR = 1'b1;
				end
			PauseIR1: 
				begin
					LD_LED = 1'b1;
				end
			PauseIR2: 
				begin
					LD_LED = 1'b1;
				end
			S_32 : 
				LD_BEN = 1'b1;
			S_01 : 
				begin 
					SR2MUX = IR_5;
					ALUK = 2'b00;
					GateALU = 1'b1;
					LD_REG = 1'b1;
					LD_CC = 1'b1; 
				end
			S_05 : 
				begin
					SR2MUX = IR_5;
					ALUK = 2'b01;
					GateALU = 1'b1;
					LD_REG = 1'b1;
					LD_CC = 1'b1; 
				end
			S_09 : 
				begin
					SR2MUX = IR_5;
					ALUK = 2'b10;
					GateALU = 1'b1;
					LD_REG = 1'b1;
					LD_CC = 1'b1; 
				end
			S_22 :
				begin
					ADDR1MUX = 1'b1;
					ADDR2MUX = 2'b01;
					PCMUX = 2'b01;
					LD_PC = 1'b1;
				end
			S_12 : 
				begin
					ALUK = 2'b11;
					GateALU = 1'b1;
					PCMUX = 2'b10;
					LD_PC = 1'b1;
				end
			S_04 :
				begin
					GatePC = 1'b1;
					DRMUX = 1'b1;
					LD_REG = 1'b1;
				end
			S_21 :
				begin
					ADDR1MUX = 1'b1;
					PCMUX = 2'b01;
					LD_PC = 1'b1;
				end
			S_06 : 
				begin
					ADDR2MUX = 2'b10;
					GateMARMUX = 1'b1;
					LD_MAR = 1'b1;
				end
			S_25_1 :
				begin
					Mem_OE = 1'b0;
				end
			S_25_2 : 
				begin
					Mem_OE = 1'b0;
					LD_MDR = 1'b1;
				end
			S_27 :
				begin
					GateMDR = 1'b1;
					LD_REG = 1'b1;
					LD_CC = 1'b1;
				end
			S_07 :
				begin
					ADDR2MUX = 2'b10;
					GateMARMUX = 1'b1;
					LD_MAR = 1'b1;
				end
			S_23 :
				begin
					SR1MUX = 1'b1;
					GateALU = 1'b1;
					LD_MDR = 1'b1;
					ALUK = 2'b11;
				end
			S_16_1 : 
				begin
					Mem_WE = 1'b0;
				end
			S_16_2 : 
				begin
					Mem_WE = 1'b0;
				end
			default : ;
		endcase
	end 
	assign Mem_CE = 1'b0;
	assign Mem_UB = 1'b0;
	assign Mem_LB = 1'b0;
endmodule
==> run.sh <==
#!/bin/bash
# OpenROAD 26Q1-2900-gdf79404cd8, Yosys 0.63+post, stock flow scripts
make -C /OpenROAD-flow-scripts/flow DESIGN_CONFIG=/design/flow/config.mk WORK_HOME=/design/flow/orfs finish
==> config.mk <==
export PLATFORM = sky130hd
export DESIGN_NAME = ISDU
export DESIGN_NICKNAME = ISDU
export VERILOG_FILES = /design/flow/design.v
export SDC_FILE = /design/flow/constraint.sdc
export NUM_CORES = 4
export LEC_CHECK = 1
export CORE_AREA = 10 10 70 70
export DIE_AREA = 0 0 80 80
export SYNTH_HDL_FRONTEND = slang
==> constraint.sdc <==
current_design ISDU

set clk_period 1.8
set clk_io_pct 0.2

create_clock -name clk0 -period $clk_period [get_ports {Clk}]

set non_clock_inputs [all_inputs -no_clocks]
set_input_delay [expr $clk_period * $clk_io_pct] -clock clk0 $non_clock_inputs
set_output_delay [expr $clk_period * $clk_io_pct] -clock clk0 [all_outputs]
==> impl_metrics.env <==
# yosys + openroad results
export IMPL_antenna_found_initial=0
export IMPL_fin_crit_sh_pct=107
export IMPL_firstDrtPassIters=4
export IMPL_flop_cell="dfxtp_1"
export IMPL_ys_cells=143
export IMPL_syn_avg_cell_area_um2=6.69
export IMPL_slew_viol_final=0
export IMPL_cp_slowest_stage_delay_ps=500
export IMPL_top_area_cell="dfxtp_1"
export IMPL_crit_buf_inv=1
export IMPL_violations="negative setup slack"
export IMPL_ys_chip_area_um2=957
export IMPL_crit_family="buffers and inverters"
export IMPL_finClkSkew_ps=3.97
export IMPL_first_global_vias=1276
export IMPL_p_leak_nw=0.952
export IMPL_final_core_util_pct=54.3
export IMPL_instances_no_fill=258
export IMPL_wirelength_um=3450
export IMPL_cp_end_kind="output port"
export IMPL_critPathMaxFanout=5
export IMPL_synthDistinctLibCells=51
export IMPL_critPathLaunchType="flop"
export IMPL_dp_hpwl_um=2550
export IMPL_final_antenna_net_count=0
export IMPL_cp_cell_sequence="nand2b_2 -> nor3_4 -> clkdlybuf4s50_1"
export IMPL_cts_root_buffer_cell="clkbuf_4"
export IMPL_p_seq_share_pct=17.1
export IMPL_fp_utilization_pct=28.0
export IMPL_core_area_mm2=0.00342
export IMPL_p_clk_share_pct=15.3
export IMPL_peakVddDrop_uv=223
export IMPL_die_y_um=80
export IMPL_synth_cells=143
export IMPL_arrival_ps=1570
export IMPL_drtIter0Drc=64
export IMPL_openroad_warnings=30
export IMPL_cp_required_ps=1440
export IMPL_antenna_cells=0
export IMPL_reg_top3="State (5)"
export IMPL_status="complete, but fails checks"
export IMPL_final_cell_mix="buf_4, nor2_1, buf_6"
export IMPL_drc=0
export IMPL_yosysSeqAreaShare_pct=10.5
export IMPL_intPower_uw=508
export IMPL_switching_share_pct=38.7
export IMPL_top_register="State"
export IMPL_clkLatencyLatePin_ps=240
export IMPL_htreeDepth=1
export IMPL_async_flop_share_pct=0
export IMPL_ys_top_cells_by_area="dfxtp_1, nor2_1, buf_2"
export IMPL_hold_viol=0
export IMPL_cp_slowest_cell="clkdlybuf4s50_1"
export IMPL_dr_total_vias=1252
export IMPL_setup_violations_final=6
export IMPL_dpl_cell_count=244
export IMPL_hold_path_class="reg -> reg"
export IMPL_pwr_share_comb_pct=67.5
export IMPL_grt_max_degree=18
export IMPL_tritoncts="yes"
export IMPL_place_gp_congestion=0.879
export IMPL_power_uw=829
export IMPL_fillCellCount=312
export IMPL_layout_top_cell="buf_4"
export IMPL_rows=21
export IMPL_cts_sinks=5
export IMPL_final_area_mm2=0.00185
export IMPL_numSynthFlops=5
export IMPL_grt_total_usage_pct=10.5
export IMPL_rsz0062_at_grt="yes"
export IMPL_post_route_min_period_ps=1930
export IMPL_post_drt_wl_per_cell_um=13.4
export IMPL_top_area_share_pct=10.5
export IMPL_chipWidth_um=80
export IMPL_synth_cell_area_um2=957
export IMPL_grt_pass1_wl_um=5760
export IMPL_cts_buffers=3
export IMPL_edf_count=0
export IMPL_finalSetupTns_ps=-455
export IMPL_largest_register_ffs=5
export IMPL_io_pins=38
export IMPL_routed_via_density=4.85
export IMPL_drv_cap=0
export IMPL_die_area_mm2=0.00640
export IMPL_syn_to_final_growth_pct=93.7
export IMPL_drive_above_1_share_pct=46.2
export IMPL_setup_slack_ps=-135
export IMPL_ys_warn_count=0
export IMPL_powerDensity_mw_per_mm2=447
export IMPL_power_switching_uw=321
export IMPL_portBuffers=33
export IMPL_grt_overflow_total=0
export IMPL_path_clk_slew_ps=40
export IMPL_critical_path_class="reg -> out"
export IMPL_dpl_cell_area_mm2=0.00153
export IMPL_fmax_ghz=0.517
export IMPL_clockBufferDepth=2
[synth_stat cells, drive strengths merged, types with 3 or more instances]
master,instances
nand3,5
nand2,12
a21oi,7
a31oi,4
dfxtp,5
ha,3
nor3,6
xor2,3
nor2b,7
nor2,17
o21ai,10
buf,16
nand2b,4
inv,8
[per-layer routing]
metal	global-route usage [%]	up-vias	part of all wire (%)
met2	18.1	27	46
met5	0	-	0
met3	2.84	2	5.8
met4	1.06	0	0.78
met1	13.2	587	47
li1	-	636	-
[what timing repair did]
action / in CTS / in global routing
pin swaps: 7 / 10
buffers inserted: 5 / 6
hold buffers: 0 / 0
setup endpoints to repair: 25 / 20
gates resized: 59 / 39
[worst register-to-register path, stage by stage, from the launching register on]
cell and delay (ps):
dfxtp_4 400, and2b_2 280, buf_6 130, buf_6 110, and3_4 160, buf_4 120, buf_4 110, nor2_1 110
a31oi_1 80
[kinds of logic after synthesis]
logic type,count (synthesis),synth area share (%)
muxes,3,3.66
buffers and inverters,25,13.6
DFF,5,10.5
and+or+nand+nor,63,34.4
AOI/OAI and AO/OA,38,29.0
adders and majority gates,3,3.92
xor gates and xnor gates,5,4.58
other,1,0.392
[final cells by class]
| cell class | instances | area (um^2) | share of cell area [%] |
|---|---|---|---|
| multi-input combinational | 115 | 877 | 47.3 |
| sequential | 5 | 116 | 6.28 |
| timing repair buffer | 80 | 747 | 40.3 |
| tap | 46 | 57.6 | 3.10 |
| clock buffer | 4 | 26.3 | 1.42 |
| inverter | 8 | 30.0 | 1.62 |
[metrics by stage]
stage                     setup WS [ps]  hold slack (ps)
final                              -135              713
after global routing               -206              745
after CTS                          -163              681
after detailed placement           -260              723
after global placement             -259              711
after floorplan                     291              541
[path summary, 6_finish.rpt]
path,cells after the start,start,slack [ps],endpoint
setup / recovery,3,State[4],-130,LD_BEN
hold / removal,3,State[4],710,State[0]
setup reg to reg,8,State[2],180,State[2]
hold reg to reg,3,State[4],710,State[0]
[power by group through the flow]
| stage | sequential [mW] | combinational [mW] | clock, mW |
|---|---|---|---|
| 4_1_cts | 0.138 | 0.509 | 0.130 |
| 5_1_grt | 0.144 | 0.611 | 0.142 |
| 6_report | 0.142 | 0.560 | 0.127 |
